==> ./design.v <==
module linked_list #(
    parameter MAX_NODES = 32,
    parameter ADDR_WIDTH = 5   
)(
    input wire clk,
    input wire rst,
    input wire [7:0] data_in,
    input wire [2:0] operation,
    output reg overflow,
    output reg underflow,
    output reg [6:0] seg,
    output reg [3:0] an,
    output reg dp
);
    reg [7:0] data_mem [0:MAX_NODES-1];
    reg [ADDR_WIDTH-1:0] next_ptr [0:MAX_NODES-1];
    reg [MAX_NODES-1:0] free_list;   
    reg [ADDR_WIDTH-1:0] head;
    reg [ADDR_WIDTH:0] count;   
    reg list_empty;
    localparam OP_IDLE = 3'b000;
    localparam OP_INSERT_HEAD = 3'b100;
    localparam OP_INSERT_TAIL = 3'b101;
    localparam OP_DELETE = 3'b110;
    localparam OP_TRAVERSE = 3'b111;
    localparam NULL = {ADDR_WIDTH{1'b1}};
    reg [3:0] main_state;
    reg [3:0] traverse_state;
    localparam MAIN_IDLE = 4'd0;
    localparam MAIN_INSERT_HEAD = 4'd1;
    localparam MAIN_INSERT_TAIL_FIND = 4'd2;
    localparam MAIN_INSERT_TAIL_LINK = 4'd3;
    localparam MAIN_DELETE_SEARCH = 4'd4;
    localparam MAIN_DELETE_UNLINK = 4'd5;
    localparam MAIN_TRAVERSE_START = 4'd6;
    localparam TRAV_IDLE = 4'd0;
    localparam TRAV_DISPLAY = 4'd1;
    localparam TRAV_WAIT = 4'd2;
    localparam TRAV_NEXT = 4'd3;
    reg [ADDR_WIDTH-1:0] new_node;
    reg [ADDR_WIDTH-1:0] curr_ptr;
    reg [ADDR_WIDTH-1:0] prev_ptr;
    reg [ADDR_WIDTH-1:0] traverse_ptr;
    reg [31:0] traverse_delay;
    reg [7:0] current_display_data;
    reg [7:0] search_data;
    reg [31:0] reset_timer;
    reg show_reset;
    localparam RESET_DISPLAY_TIME = 32'd500_000_000;  
    reg [19:0] refresh_counter;
    wire [1:0] display_select;
    assign display_select = refresh_counter[19:18];
    reg [2:0] prev_operation;
    wire op_trigger;
    assign op_trigger = (operation != prev_operation) && (operation != OP_IDLE) && (main_state == MAIN_IDLE);
    integer i;
    function [ADDR_WIDTH-1:0] find_free_node;
        input dummy;
        integer j;
        begin
            find_free_node = NULL;
            for (j = 0; j < MAX_NODES; j = j + 1) begin
                if (free_list[j] && (find_free_node == NULL)) begin
                    find_free_node = j[ADDR_WIDTH-1:0];
                end
            end
        end
    endfunction
    always @(posedge clk) begin
        if (rst) begin
            head <= NULL;
            count <= 0;
            list_empty <= 1;
            overflow <= 0;
            underflow <= 0;
            free_list <= {MAX_NODES{1'b1}};
            main_state <= MAIN_IDLE;
            traverse_state <= TRAV_IDLE;
            show_reset <= 1;
            reset_timer <= RESET_DISPLAY_TIME;
            prev_operation <= OP_IDLE;
            current_display_data <= 8'h00;
            for (i = 0; i < MAX_NODES; i = i + 1) begin
                data_mem[i] <= 8'h00;
                next_ptr[i] <= NULL;
            end
        end
        else begin
            prev_operation <= operation;
            if (show_reset) begin
                if (reset_timer > 0) begin
                    reset_timer <= reset_timer - 1;
                end else begin
                    show_reset <= 0;
                end
            end
            case (main_state)
                MAIN_IDLE: begin
                    if (op_trigger) begin
                        case (operation)
                            OP_INSERT_HEAD: begin
                                if (count >= MAX_NODES) begin
                                    overflow <= 1;
                                end else begin
                                    new_node <= find_free_node(1'b0);
                                    main_state <= MAIN_INSERT_HEAD;
                                end
                            end
                            OP_INSERT_TAIL: begin
                                if (count >= MAX_NODES) begin
                                    overflow <= 1;
                                end else begin
                                    new_node <= find_free_node(1'b0);
                                    if (list_empty) begin
                                        main_state <= MAIN_INSERT_HEAD;  
                                    end else begin
                                        curr_ptr <= head;
                                        main_state <= MAIN_INSERT_TAIL_FIND;
                                    end
                                end
                            end
                            OP_DELETE: begin
                                if (list_empty) begin
                                    underflow <= 1;
                                end else begin
                                    search_data <= data_in;
                                    curr_ptr <= head;
                                    prev_ptr <= NULL;
                                    main_state <= MAIN_DELETE_SEARCH;
                                end
                            end
                            OP_TRAVERSE: begin
                                if (list_empty) begin
                                    underflow <= 1;
                                end else begin
                                    traverse_ptr <= head;
                                    traverse_state <= TRAV_DISPLAY;
                                end
                            end
                        endcase
                    end
                end
                MAIN_INSERT_HEAD: begin
                    if (new_node != NULL) begin
                        free_list[new_node] <= 0;
                        data_mem[new_node] <= data_in;
                        next_ptr[new_node] <= head;
                        head <= new_node;
                        count <= count + 1;
                        list_empty <= 0;
                    end else begin
                        overflow <= 1;
                    end
                    main_state <= MAIN_IDLE;
                end
                MAIN_INSERT_TAIL_FIND: begin
                    if (next_ptr[curr_ptr] == NULL) begin
                        main_state <= MAIN_INSERT_TAIL_LINK;
                    end else begin
                        curr_ptr <= next_ptr[curr_ptr];
                    end
                end
                MAIN_INSERT_TAIL_LINK: begin
                    if (new_node != NULL) begin
                        free_list[new_node] <= 0;
                        data_mem[new_node] <= data_in;
                        next_ptr[new_node] <= NULL;
                        next_ptr[curr_ptr] <= new_node;
                        count <= count + 1;
                    end else begin
                        overflow <= 1;
                    end
                    main_state <= MAIN_IDLE;
                end
                MAIN_DELETE_SEARCH: begin
                    if (data_mem[curr_ptr] == search_data) begin
                        main_state <= MAIN_DELETE_UNLINK;
                    end else if (next_ptr[curr_ptr] == NULL) begin
                        underflow <= 1;
                        main_state <= MAIN_IDLE;
                    end else begin
                        prev_ptr <= curr_ptr;
                        curr_ptr <= next_ptr[curr_ptr];
                    end
                end
                MAIN_DELETE_UNLINK: begin
                    if (prev_ptr == NULL) begin
                        head <= next_ptr[curr_ptr];
                    end else begin
                        next_ptr[prev_ptr] <= next_ptr[curr_ptr];
                    end
                    free_list[curr_ptr] <= 1;
                    count <= count - 1;
                    if (count == 1) list_empty <= 1;
                    main_state <= MAIN_IDLE;
                end
                default: main_state <= MAIN_IDLE;
            endcase
            case (traverse_state)
                TRAV_IDLE: begin
                end
                TRAV_DISPLAY: begin
                    if (traverse_ptr != NULL) begin
                        current_display_data <= data_mem[traverse_ptr];
                        traverse_delay <= 32'd100_000_000;  
                        traverse_state <= TRAV_WAIT;
                    end else begin
                        traverse_state <= TRAV_IDLE;
                    end
                end
                TRAV_WAIT: begin
                    if (traverse_delay > 0) begin
                        traverse_delay <= traverse_delay - 1;
                    end else begin
                        traverse_state <= TRAV_NEXT;
                    end
                end
                TRAV_NEXT: begin
                    traverse_ptr <= next_ptr[traverse_ptr];
                    traverse_state <= TRAV_DISPLAY;
                end
                default: traverse_state <= TRAV_IDLE;
            endcase
        end
    end
    always @(posedge clk) begin
        refresh_counter <= refresh_counter + 1;
    end
    always @(*) begin
        if (show_reset) begin
            case (display_select)
                2'b00: begin
                    an = 4'b1110;
                    seg = 7'b0111111;  
                end
                2'b01: begin
                    an = 4'b1101;
                    seg = 7'b0010010;  
                end
                2'b10: begin
                    an = 4'b1011;
                    seg = 7'b0101111;  
                end
                2'b11: begin
                    an = 4'b0111;
                    seg = 7'b0111111;  
                end
            endcase
        end else begin
            case (display_select)
                2'b00: begin
                    an = 4'b1110;
                    seg = hex_to_seg(current_display_data[3:0]);
                end
                2'b01: begin
                    an = 4'b1101;
                    seg = hex_to_seg(current_display_data[7:4]);
                end
                default: begin
                    an = 4'b1111;  
                    seg = 7'b1111111;
                end
            endcase
        end
        dp = 1;  
    end
    function [6:0] hex_to_seg;
        input [3:0] hex;
        begin
            case (hex)
                4'h0: hex_to_seg = 7'b1000000;  
                4'h1: hex_to_seg = 7'b1111001;  
                4'h2: hex_to_seg = 7'b0100100;  
                4'h3: hex_to_seg = 7'b0110000;  
                4'h4: hex_to_seg = 7'b0011001;  
                4'h5: hex_to_seg = 7'b0010010;  
                4'h6: hex_to_seg = 7'b0000010;  
                4'h7: hex_to_seg = 7'b1111000;  
                4'h8: hex_to_seg = 7'b0000000;  
                4'h9: hex_to_seg = 7'b0010000;  
                4'hA: hex_to_seg = 7'b0001000;  
                4'hB: hex_to_seg = 7'b0000011;  
                4'hC: hex_to_seg = 7'b1000110;  
                4'hD: hex_to_seg = 7'b0100001;  
                4'hE: hex_to_seg = 7'b0000110;  
                4'hF: hex_to_seg = 7'b0001110;  
                default: hex_to_seg = 7'b1111111;
            endcase
        end
    endfunction
endmodule
module linked_list_top(
    input wire clk,            
    input wire btnC,           
    input wire [15:0] sw,      
    output wire [15:0] led,    
    output wire [6:0] seg,     
    output wire [3:0] an,      
    output wire dp             
);
    reg [19:0] btn_debounce;
    reg rst_sync;
    always @(posedge clk) begin
        if (btnC) begin
            if (btn_debounce < 20'hFFFFF)
                btn_debounce <= btn_debounce + 1;
            else
                rst_sync <= 1;
        end else begin
            btn_debounce <= 0;
            rst_sync <= 0;
        end
    end
    wire [7:0] data_in = sw[7:0];
    wire [2:0] operation = sw[15:13];
    wire overflow_flag, underflow_flag;
    assign led[0] = overflow_flag;
    assign led[1] = underflow_flag;
    assign led[15:2] = 14'b0;   
    linked_list #(
        .MAX_NODES(32)
    ) ll_inst (
        .clk(clk),
        .rst(rst_sync),
        .data_in(data_in),
        .operation(operation),
        .overflow(overflow_flag),
        .underflow(underflow_flag),
        .seg(seg),
        .an(an),
        .dp(dp)
    );
endmodule
==> ./run.sh <==
#!/bin/bash
# OpenROAD 26Q1-2900-gdf79404cd8, Yosys 0.63+post, stock flow scripts
make -C /OpenROAD-flow-scripts/flow DESIGN_CONFIG=/design/flow/config.mk WORK_HOME=/design/flow/orfs finish
==> ./config.mk <==
export PLATFORM = sky130hd
export DESIGN_NAME = linked_list_top
export DESIGN_NICKNAME = linked_list_top
export VERILOG_FILES = /design/flow/design.v
export SDC_FILE = /design/flow/constraint.sdc
export NUM_CORES = 4
export LEC_CHECK = 1
export CORE_UTILIZATION = 40
==> ./constraint.sdc <==
current_design linked_list_top

set clk_period 8.4
set clk_io_pct 0.2

create_clock -name clk0 -period $clk_period [get_ports {clk}]

set non_clock_inputs [all_inputs -no_clocks]
set_input_delay [expr $clk_period * $clk_io_pct] -clock clk0 $non_clock_inputs
set_output_delay [expr $clk_period * $clk_io_pct] -clock clk0 [all_outputs]
==> impl_metrics.toml <==
# physical design summary
[route]
drc_errors = 0
detail_route.wl_per_cell_um = 23.47
vias_per_cell = 5.883
first_pass_iters = 6
ant_nets = 0
routed_wl_mm = 96.14
vias = 24100
n_antenna_cell = 0
drt_iter0_drc = 1568

[worst_setup_path]
critPathMaxFanout = 28
cp-end-kind = "flip-flop"
crit_type = "flip-flop to flip-flop"
cp-start-kind = "flip-flop"
arrival_ps = 5120
r2r_cells = 11
reg2reg_slack_ps = 3770
cp_data_required_time_ps = 8900

[synth]
synth_warnings = 2
synth-edff-count = 476
syn_area_per_cell_um2 = 11.93
syn_inst = 2906
synth_chip_area_um2 = 34670
synthDominantCellAreaShare_pct = 41.23
ys_cells = 2906
yosysTopAreaCell = "edfxtp_1"
ys_ff = 626
ys_async_sr_fraction_pct = 0
flop_cell = "edfxtp_1"
yosysUniqueCellTypes = 89
top_cells_by_area = "edfxtp_1 (41%), mux4_2 (16%), dfxtp_1 (8.7%)"
syn_area_um2 = 34670
ys_seq_share_pct = 49.89

[placed_design]
dp.cells = 3967
dp_hpwl_mm = 63.96
pre_cts_slack_ps = 3573
gp_congestion = 0.9578
port_buffers = 25

[floorplanning]
num_rows = 107
fp.dieW_um = 296.4
io-pin-count = 46
dieArea_um2 = 87860
coreArea_um2 = 85550
fp_util_pct = 40.53
die_height_um = 296.4

[final_timing]
setup_tns_ps = 0
slew_violations = 0
setup_ws_ps = 3773
fmax_mhz = 216.1
min_period_over_period_pct = 55.09
worstMarginPinSlew_ps = 1007
max_slew_margin_pct = 32.71
rsz0062_at_grt = "false"
finalSetupViolations = 0
finClkSkew_ps = 29.72
finalCriticalPeriod_ps = 4627
hold_violations = 0

[hold_path]
hp-class = "flip-flop to flip-flop"
min_to = "ll_inst.refresh_counter[0]"
whs_path_depth = 1
hp-start = "ll_inst.refresh_counter[0]"

[clocking]
cts.path.max_buffers = 3
htree_levels = 3
cts_hold_buffers = 0
clkSinkCount = 626
numCtsBuffers = 71
post_cts_buffers = 0
clock.latency.late_pin_ps = 630
cts_resized = 0
cts_tree = "yes"
clk_pin_slew_ps = 60
clockRootBuffer = "clkbuf_16"

[pwr]
p_per_area_nw_per_um2 = 243.7
max-vdd-ir-drop_mv = 0.1610
power_uw = 9377
p_leak_uw = 0.01210

[job]
tool_warnings = 52
max_cap_viol_count = 0

[grt]
track_usage_pct = 23.68
grt_pass1_wl_mm = 146.1
grt_pass1_vias = 24500
grt_overflow = 0
antenna_found_initial = 1
grt_max_degree = 50

[finish]
nFillCells = 7326
fin_cells = 4096
drive_gt1_share_pct = 17.17
area_growth_pct = 10.97

[status]
status = "complete, no violations"
[routing by layer]
| layer | up-vias | wire length (um) | track usage (%) |
|---|---|---|---|
| li1 | 10910 | - | - |
| met1 | 11710 | 34930 | 30.40 |
| met2 | 1266 | 44730 | 35.60 |
| met3 | 211 | 12250 | 12.15 |
| met4 | 8 | 4025 | 8.034 |
| met5 | - | 205 | 1.552 |
[area by class of cell]
class                      instances  area [um^2]  area share, %
sequential                       626        17310          44.99
multi-input combinational       2040        16330          42.44
clock buffer                     103         2049          5.327
tap                             1144         1431          3.720
timing repair buffer             115        925.9          2.407
clock inverter                    26        269.0         0.6992
inverter                          42        161.4         0.4195
[sequential cells by signal, summed over array words and instances, names as in the netlist, 6 cells and up, named ones only]
signal                        count
ll_inst.data_mem                256
ll_inst.next_ptr                160
ll_inst.reset_timer              32
ll_inst.traverse_delay           32
ll_inst.free_list                31
btn_debounce                     20
ll_inst.refresh_counter          20
ll_inst.current_display_data      8
ll_inst.search_data               8
ll_inst.count                     6
ll_inst.main_state                6
[cells by family after synthesis]
kind of cell             share of synthesized area [%]
other                                          0.02166
buffers and inverters                            3.302
multiplexers                                     17.91
AND/OR/NAND/NOR                                  16.16
adder cells (fa/ha/maj)                          1.083
XOR/XNOR                                         2.375
AND-OR/OR-AND                                    9.264
flip-flops                                       49.89
[report_power, final]
part	total (uW)	internal, uW	switching [uW]
combinational	2480	1030	1450
sequential	3850	3530	321
clock	3050	1750	1300
total	9380	6310	3070
[critical path, cell delays in order (launching register included)]
cell	delay, ps
dfxtp_4	670
buf_4	580
buf_4	580
mux4_2	630
mux4_2	510
o21ai_1	200
xnor2_1	160
nor4_2	80
nand4_2	130
clkinv_2	90
a211oi_4	500
mux2_1	380
[worst max-delay path by stage]
stage	endpoint	slack [ps]	cells past startpoint	from
after CTS	flip-flop	3670	11	flip-flop
after global routing	flip-flop	3450	11	flip-flop
final	flip-flop	3770	11	flip-flop
[per-stage QoR]
step	hold WS, ps	area (um^2)	utilization, %
floorplan	406.3	34750	-
global placement	421.4	36160	42.26
detailed placement	430.8	36160	42.26
CTS	443.5	38470	44.97
global route	452.2	38470	44.97
finish	446.3	38470	44.97
[Yosys cell counts, types with 17 or more instances]
cell	number
a211oi_1	18
a21oi_1	176
a22oi_1	31
a31oi_1	17
and2_1	295
buf_1	23
buf_4	26
clkbuf_1	150
dfxtp_1	150
edfxtp_1	476
ha_1	30
inv_1	40
mux2i_1	42
mux4_2	251
nand2_1	190
nand2b_1	23
nand3_1	87
nor2_1	276
nor3_1	47
nor4_1	19
o21ai_0	112
o22a_1	45
or3_1	29
xnor2_1	70
xor2_1	24
[layout by cell type, fill, tap and decap left out, types with 13 or more instances in the layout]
| cell | netlist | final |
|---|---|---|
| a211oi_1 | 18 | 18 |
| a21oi_1 | 176 | 175 |
| a22oi_1 | 31 | 31 |
| a31oi_1 | 17 | 17 |
| and2_1 | 295 | 295 |
| and3_1 | 15 | 15 |
| buf_4 | 26 | 90 |
| clkbuf_1 | 150 | 19 |
| clkbuf_16 | 0 | 73 |
| clkdlybuf4s50_1 | 0 | 25 |
| clkinv_2 | 2 | 13 |
| conb_1 | 2 | 23 |
| dfxtp_1 | 150 | 145 |
| edfxtp_1 | 476 | 476 |
| ha_1 | 30 | 30 |
| inv_1 | 40 | 39 |
| mux2i_1 | 42 | 42 |
| mux4_2 | 251 | 251 |
| nand2_1 | 190 | 190 |
| nand2b_1 | 23 | 23 |
| nand3_1 | 87 | 87 |
| nor2_1 | 276 | 276 |
| nor2b_1 | 14 | 14 |
| nor3_1 | 47 | 47 |
| nor4_1 | 19 | 19 |
| o21ai_0 | 112 | 111 |
| o22a_1 | 45 | 45 |
| or2_2 | 14 | 14 |
| or3_1 | 29 | 29 |
| xnor2_1 | 70 | 70 |
| xor2_1 | 24 | 24 |
