`run.sh`:
```
#!/bin/bash
# OpenROAD 26Q1-2900-gdf79404cd8, Yosys 0.63+post, stock flow scripts
make -C /OpenROAD-flow-scripts/flow DESIGN_CONFIG=/design/flow/config.mk WORK_HOME=/design/flow/orfs finish
```
`config.mk`:
```
export PLATFORM = sky130hd
export DESIGN_NAME = top
export DESIGN_NICKNAME = top
export VERILOG_FILES = /design/flow/design.v
export SDC_FILE = /design/flow/constraint.sdc
export NUM_CORES = 4
export LEC_CHECK = 1
export CORE_UTILIZATION = 40
```
`constraint.sdc`:
```
current_design top

set clk_period 5.5
set clk_io_pct 0.2

create_clock -name clk0 -period $clk_period [get_ports {clk}]

set non_clock_inputs [all_inputs -no_clocks]
set_input_delay [expr $clk_period * $clk_io_pct] -clock clk0 $non_clock_inputs
set_output_delay [expr $clk_period * $clk_io_pct] -clock clk0 [all_outputs]
```
`design.v`:
```
`timescale 1ns / 1ps
module debouncer (
    input clk,
    input in,
    output out
);
    parameter DELAY = 1000000;
    reg [20:0] count = 0;
    reg sync0, sync1;
    reg out_reg = 0;  
    always @(posedge clk) begin
        sync0 <= in;
        sync1 <= sync0;
    end
    wire idle = (out_reg == sync1);
    wire max_count = (count == DELAY - 1);
    always @(posedge clk) begin
        if (!idle) begin
            count <= count + 1;
            if (max_count) begin
                out_reg <= sync1;
            end
        end else begin
            count <= 0;
        end
    end
    assign out = out_reg;
endmodule
module multiplier (
    input [7:0] b,
    input [7:0] c,
    output [15:0] product
);
    assign product = b * c;
endmodule
module accumulator #(
    parameter INIT = 16'h0000
) (
    input clk,
    input rst,
    input enable,
    input [15:0] product,
    output reg [15:0] a,
    output reg overflow
);
    reg [16:0] temp;
    always @(posedge clk) begin
        if (rst) begin
            a <= INIT;
            overflow <= 0;
        end else if (overflow) begin
            a <= 16'h0000;
        end else if (enable) begin
            temp = a + product;
              a <= temp[15:0];           
              overflow <= temp[16];
        end
    end
endmodule
module display_7seg (
    input clk,
    input rst,
    input overflow,
    output reg [3:0] an,
    output reg [6:0] seg
);
    reg [28:0] timer = 0;
    localparam TIMER_5S = 500_000_000;
    reg show_reset_msg = 0;
    always @(posedge clk) begin
        if (rst) begin
            show_reset_msg <= 1'b1;
            timer <=0;
        end else if(timer >= TIMER_5S ) begin
            show_reset_msg <= 1'b0;
        end
        if(show_reset_msg) begin
            timer <= timer + 1;
        end
    end
    reg [19:0] refresh_counter = 0;
    always @(posedge clk) begin
        refresh_counter <= refresh_counter + 1;
    end
    wire [1:0] digit_idx = refresh_counter[19:18];
    always @(*) begin
        seg = 7'b1111111;  
        an = 4'b1111;       
        if (show_reset_msg) begin  
            an = ~(1'b1 << digit_idx);  
            case (digit_idx)
                3: seg = 7'b1111110;  
                2: seg = 7'b1111010;  
                1: seg = 7'b0100110;  
                0: seg = 7'b1110000;  
            endcase
        end else if (overflow) begin  
            an = ~(1'b1 << digit_idx);  
            case (digit_idx)
                3: seg = 7'b0000001;  
                2: seg = 7'b0001110;  
                1: seg = 7'b1000111;  
                0: seg = 7'b0000001;  
            endcase
        end
    end
endmodule    
module top(
    input clk,
    input [12:0] sw,
    input btnc,
    output [15:0] led,
    output [6:0] seg,
    output [3:0] an
    );
    wire rst;
    wire [15:0] product;
    wire [15:0] accumulated_value;
    wire overflow;
    debouncer u_deb (
        .clk(clk),
        .in(btnc),
        .out(rst)
    );
    reg [7:0] b_reg = 0;
    reg [7:0] c_reg = 0;
    always @(posedge clk) begin
        if (rst) begin
            b_reg <= 0;
            c_reg <= 0;
        end else begin
            if (sw[10]) b_reg <= sw[7:0];  
            if (sw[11]) c_reg <= sw[7:0];  
        end
    end
    reg sw12_del;
    always @(posedge clk) begin
        sw12_del <= sw[12];
    end
    wire accumulate_enable = sw[12] & ~sw12_del;
    multiplier u_mult (
        .b(b_reg),
        .c(c_reg),
        .product(product)
    );
    accumulator u_acc (
        .clk(clk),
        .rst(rst),
        .enable(accumulate_enable),
        .product(product),
        .a(accumulated_value),
        .overflow(overflow)
    );
    assign led = accumulated_value;
    display_7seg u_disp (
        .clk(clk),
        .rst(rst),
        .overflow(overflow),
        .an(an),
        .seg(seg)
    );
endmodule
```
==> flow_summary_export.csv <==
group,metric,value,unit
run_status,status,"complete, no violations",
synth,synth_top_area_share,0.210,
final_timing,maxSlewHeadroom,0.509,
clocking,clk_pin_slew,0.08,ns
worst_setup_path,cp-end-kind,"flop",
global_route,grt_max_degree,38,
drt,vias,5229,
finish,syn2layout_area_growth,12.1,%
clocking,postCtsHoldBufs,0,
synth,yosysTopAreaCell,"dfxtp_1",
placement,gp_congestion,0.853,
worst_setup_path,critPathBufInv,2,
finish,drive_gt1_frac,0.0439,
synth,yosysCellCount,806,
global_route,antenna_found_initial,0,
drt,antenna_cells,0,
synth,synthDistinctLibCells,50,
synth,yosys_area,7440,µm²
finish,largest_register_ffs,29,
synth,synth-edff-count,30,
final_timing,fin_skew,0.0104,ns
synth,async_flop_share,0,
die,io_pins,42,
min_path,min_path_type,"flop to flop",
drt,routed_wl,13.5,mm
global_route,grt_pass1_vias,4937,
job,tool_warnings,34,
job,cap_violations,0,
clocking,h-tree-depth,3,
die,die_height,138,µm
global_route,grt_pass1_wl,23.9,mm
worst_setup_path,critPathMostFrequentCell,"fa_1",
worst_setup_path,crit_type,"flop to flop",
synth,ys_seq_frac,0.331,
drt,drcViolationCount,0,
worst_setup_path,critPathSlowestCell,"dfxtp_1",
worst_setup_path,required,5.74,ns
drt,wl_per_cell,12.6,µm
placement,hpwl,9.99,mm
synth,syn_inst,806,
worst_setup_path,path_delay_family,"adder cells",
clocking,clk_path_buf_depth,2,
drt,ant_nets,0,
power,power.total,1.60,mW
clocking,cts.sinks,108,
worst_setup_path,worst-path-max-fanout,9,
final_timing,worst_pin_slew,0.737,ns
power,p_leak,3.58,nW
synth,syn_area,7440,µm²
clocking,tritoncts,"yes",
synth,ys.flops,108,
worst_setup_path,path_cells,"and2_1, fa_1, fa_1, fa_1, inv_1, fa_1, inv_1, ha_1, a2111oi_0, o211ai_1, a41oi_1, xor2_1, o21ai_0",
synth,synth.area.top_cells,"dfxtp_1 21%, fa_1 14%, edfxtp_1 12%",
worst_setup_path,critPathArrivalTime,4.87,ns
final_timing,setup_tns,0,ns
drt,drtPass1Iterations,22,
global_route,overflow,0,
synth,syn_avg_cell_area,9.23,µm²
finish,top_regs,"u_disp.timer (29), u_deb.count (21), u_disp.refresh_counter (20)",
synth,ff_type,"dfxtp_1",
power,power.density,192,nW/µm²
final_timing,period_needed,4.63,ns
clocking,post_cts_buffers,0,
final_timing,drv_slew,0,
worst_setup_path,start_kind,"flop",
clocking,clkLatencyLatePin,0.36,ns
final_timing,rsz0062_at_grt,"false",
clocking,cts_made_buffers,9,
drt,first_iter_violations,238,
clocking,cts_root_buf,"clkbuf_16",
final_timing,post-route-period-util,0.842,
die,fp_util,0.411,
die,coreArea,18100,µm²
die,die_area,19100,µm²
final_timing,fmax,0.216,GHz
global_route,grt_use_total,0.158,
finish,largest-register,"u_disp.timer",
power,vdd_ir_drop_max,219,µV
drt,avgViaCountPerCell,4.88,
clocking,post_cts_resized,0,
final_timing,setup_viol,0,
die,rows,49,
synth,ys_warn_count,4,
placement,port-buffer-count,39,
worst_setup_path,slowest_delay,0.57,ns
final_timing,finalHoldViolCount,0,
die,die_x,138,µm
[routing by layer]
| layer | vias to the layer above | global-route usage | share of wire |
|---|---|---|---|
| met5 | - | 0 | 0 |
| met4 | 0 | 0.0207 | 0.015 |
| met3 | 13 | 0.0247 | 0.036 |
| met2 | 66 | 0.238 | 0.45 |
| met1 | 2455 | 0.256 | 0.50 |
| li1 | 2695 | - | - |
[cells in the final DEF (no fill, tap or decap), types with 9 or more instances in the layout]
| cell | count |
|---|---|
| xnor2_1 | 34 |
| or3_1 | 9 |
| mux2i_1 | 17 |
| inv_1 | 110 |
| nand2_1 | 79 |
| nor2_1 | 54 |
| nor3_1 | 18 |
| dfxtp_1 | 78 |
| nand3_1 | 30 |
| fa_1 | 51 |
| xor2_1 | 31 |
| edfxtp_1 | 30 |
| ha_1 | 46 |
| clkbuf_16 | 9 |
| clkdlybuf4s50_1 | 39 |
| o21ai_0 | 27 |
| a21oi_1 | 30 |
| and2_1 | 59 |
[final cells by class]
class / count / area [µm²]
multi-input combinational: 565 / 4460
clock buffer: 9 / 225
fill: 1714 / 9750
tap: 229 / 287
timing repair buffer: 43 / 420
sequential: 108 / 2460
inverter: 110 / 413
clock inverter: 7 / 67.6
[path summary, 6_finish.rpt]
| check | cells past startpoint | slack, ns | startpoint | endpoint |
|---|---|---|---|---|
| setup / recovery | 13 | 0.87 | b_reg[4]$_SDFFE_PP0P_ | u_acc.a[12]$_SDFFE_PP0P_ |
| hold / removal | 0 | 0.34 | u_deb.sync0$_DFF_P_ | u_deb.sync1$_DFF_P_ |
| setup reg to reg | 13 | 0.87 | b_reg[4]$_SDFFE_PP0P_ | u_acc.a[12]$_SDFFE_PP0P_ |
| hold reg to reg | 0 | 0.34 | u_deb.sync0$_DFF_P_ | u_deb.sync1$_DFF_P_ |
[cells by family after synthesis]
kind of cell / synth area share
compound gates: 0.0663
xor+xnor: 0.0766
fa+ha+maj: 0.215
buf+inv: 0.0692
flops: 0.331
mux: 0.0229
simple gates: 0.219
[worst reg2reg max path: cells and delay by family (launching register included)]
family / cells / cell delay [ns]
AND-OR/OR-AND: 4 / 1.03
XOR/XNOR: 1 / 0.16
adder cells (fa/ha/maj): 5 / 2.43
buffers and inverters: 2 / 0.10
flip-flops: 1 / 0.57
AND/OR/NAND/NOR: 1 / 0.21
[synth_stat cells (4+ instances only)]
cell,number
a211oi_1,4
and4_1,4
a21oi_1,30
ha_1,46
and2_1,59
and3_1,7
nand3_1,30
dfxtp_1,78
nand2_1,79
mux2i_1,17
nor2_1,54
clkbuf_1,20
xor2_1,31
inv_1,110
xnor2_1,34
nor4_1,7
or3_1,9
o21ai_0,27
nand4_4,4
nand4_1,7
nor3_1,18
edfxtp_1,30
o211ai_1,5
fa_1,51
[metrics by stage]
step	setup WS [ns]	util	instances	instance area [µm²]	hold WS, ns
after floorplan	1.24	-	806	7440	0.310
after CTS	0.868	0.461	1071	8330	0.342
after detailed placement	0.902	0.445	1055	8040	0.323
after global placement	0.927	0.445	1055	8040	0.318
final	0.870	0.461	1071	8330	0.341
after global routing	0.452	0.461	1071	8330	0.358
[report_power, final]
group          leakage [nW]  internal, mW  switching [mW]  total [mW]
Sequential            0.974         0.822          0.0171       0.839
Clock                 0.141         0.320           0.326       0.646
Combinational          2.47        0.0525          0.0594       0.112
Total                  3.58          1.19           0.402        1.60
Power is estimated from default activity; no workload was simulated.
